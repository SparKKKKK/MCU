## design/flow/config.mk

```make
export PLATFORM = sky130hd
export DESIGN_NAME = my_bus_ctrl
export DESIGN_NICKNAME = my_bus_ctrl
export VERILOG_FILES = /design/flow/design.v
export SDC_FILE = /design/flow/constraint.sdc
export NUM_CORES = 4
export LEC_CHECK = 1
export CORE_UTILIZATION = 40
```

## design/flow/constraint.sdc

```tcl
current_design my_bus_ctrl

set clk_period 3.7
set clk_io_pct 0.2

create_clock -name clk0 -period $clk_period [get_ports {clk}]

set non_clock_inputs [all_inputs -no_clocks]
set_input_delay [expr $clk_period * $clk_io_pct] -clock clk0 $non_clock_inputs
set_output_delay [expr $clk_period * $clk_io_pct] -clock clk0 [all_outputs]
```

## design/flow/design.v

```verilog
module my_bus_ctrl(
input wire clk,
input wire rst_n,
input wire [9:0]bus_wr_data,
input wire [7:0]bus_wr_addr,
input wire bus_rd_en,
input wire bus_wr_en,
input wire [7:0]bus_rd_addr,
output reg [9:0]bus_rd_data
    );
reg [9:0] bus_memory [0:255];
always@(posedge clk or negedge rst_n) begin
    if(!rst_n)
        bus_rd_data <= #12 10'd0;
    else if(bus_rd_en)
        bus_rd_data <= #12 bus_memory[bus_rd_addr];
    else
        bus_rd_data <= #12 10'd0;
end
always @(posedge clk ) begin
    if(bus_wr_en)
        bus_memory[bus_wr_addr] <= #15 bus_wr_data;
end
endmodule
```

## design/flow/run.sh

```bash
#!/bin/bash
# OpenROAD 26Q1-2900-gdf79404cd8, Yosys 0.63+post, stock flow scripts
make -C /OpenROAD-flow-scripts/flow DESIGN_CONFIG=/design/flow/config.mk WORK_HOME=/design/flow/orfs finish
```

==> flow_metrics.rpt <==
IMPLEMENTATION SUMMARY REPORT
----------------------------------------------------
[Routing]
  DRT Pass-1 Iters ........................ 5
  Wire length per cell ........................ 29.0 microns
  Antenna viol nets, final ........................ 0
  Post-route DRC violation count ........................ 0
  DR vias/cell ........................ 5.58
  Drt first-iter violations ........................ 3,412
  Final routed wirelength across all metal layers ........................ 253,000 microns
  Overall via count from detail_route ........................ 48,700

[Global routing]
  Maximum number of pins on one net before global-route repair ........................ 129
  Via count of the first global-routing pass ........................ 53,400
  Antenna violations before repair ........................ 13
  All-Layer GR Usage ........................ 22.6%
  Wire length of the first global-routing pass ........................ 368,000 microns
  Congestion Overflow GR ........................ 0

[STA]
  Final cycle utilization of the critical path ........................ 77.9%
  Max_slew headroom ........................ 31.7%
  Count of pins over their slew limit ........................ 0
  Largest clock skew in the final design ........................ 0.0681 ns
  Measured slew at the worst slew-check pin ........................ 1.01 ns
  Unrepaired setup endpoints after global routing ........................ no
  Hold Violations, Final ........................ 0
  Final setup violation count ........................ 0
  Min cycle time layout ........................ 2.88 ns
  Hold WS ........................ 0.0631 ns
  Fmax ........................ 347 MHz

[Yosys]
  Post-synth EDFFs ........................ 2,560
  Flop and latch count out of synthesis ........................ 2,570
  Synth Cell Area ........................ 0.0998 sq mm
  Number of distinct standard cells referenced by the synthesized netlist ........................ 58
  Synthesis warning total ........................ 1
  Cells after Synth ........................ 4,623
  Average cell area after synthesis ........................ 21.6 sq um
  Sequential element share of the synthesized area ........................ 77.3%
  Yosys stat chip area ........................ 0.0998 sq mm
  Dominant cell type by area after synthesis ........................ sky130_fd_sc_hd__edfxtp_1
  Cell types occupying the most area after synthesis ........................ sky130_fd_sc_hd__edfxtp_1 77%, sky130_fd_sc_hd__mux4_2 13%, sky130_fd_sc_hd__mux2i_1 2.5%
  Ys flop type ........................ sky130_fd_sc_hd__edfxtp_1
  Yosys top cell area share ........................ 77.0%
  Yosys cell count ........................ 4,623
  Asr flop ratio synth ........................ 0.389%

[Pwr]
  Lkg Pwr ........................ 37.0 nW
  Final Power ........................ 0.0613 W
  Worst-case vdd ir drop ........................ 0.521 mV
  Pwr dens ........................ 529 mW/mm^2

[Placement]
  Cell Count Post-Placement ........................ 8,251
  Dpl cell area ........................ 0.107 sq mm
  Sum of net half-perimeters after detailed placement ........................ 161,000 microns
  I/O Buffers ........................ 39
  Final GP Congestion ........................ 0.921

[Min path]
  Hold Path End ........................ bus_memory[148][5]
  Hold Path Cell Cnt ........................ 1
  Tightest Hold Check Type ........................ input pin to register
  Critical hold path startpoint ........................ bus_wr_data[5]

[Critical path]
  Setup slack, reg-to-reg ........................ 1.11 ns
  Critical Path Fanout Max ........................ 30
  Critical Path Source Type ........................ input pin
  Endpoint of the most critical register-to-register path ........................ bus_rd_data[7]
  Req. time, crit path ........................ 4.48 ns
  Signal arrival time at the worst endpoint ........................ 3.66 ns
  Capturing element type of the critical path ........................ register
  Startpoint of the most critical register-to-register path ........................ bus_memory[27][7]
  Path type of the worst setup path ........................ input pin to register
  Path depth of the worst reg2reg path ........................ 5

[Die]
  Die Ht ........................ 502 microns
  Chip area ........................ 0.252 sq mm
  Ports placed on the boundary ........................ 40
  Initial core utilization ........................ 40.2%
  Width of the chip ........................ 502 microns
  Placeable core area ........................ 0.248 sq mm
  Total number of placement rows ........................ 183

[CTS]
  Clock tree from TritonCTS ........................ built
  # resized after CTS ........................ 0
  Setup repair bufs after CTS ........................ 0
  Cell at the root of the clock tree ........................ sky130_fd_sc_hd__clkbuf_16
  Number of buffers on the longest clock path ........................ 4
  TritonCTS buffer count ........................ 283
  CTS Sinks ........................ 2,570
  Max H-tree Level ........................ 5
  Clock transition at the register clock pins on the worst setup and hold paths after CTS ........................ 0.06 ns
  Worst skew pair latency ........................ 0.93 ns
  Cts-stage hold buffer count ........................ 0

[Run]
  Number of max-capacitance violations reported ........................ 0
  Count of warning messages emitted by the tools ........................ 45

[Cells and area]
  Tally of non-filler cells in the final layout ........................ 8,731
  Utilization after layout ........................ 46.7%
  Fillcell total ........................ 20,000
  Layout cells sized above 1 ........................ 28.1%
  Syn-to-layout area delta ........................ 16.2%
  Final design instance area without fill ........................ 0.116 sq mm

[Outcome]
  Result of the run ........................ completed

----------------------------------------------------
==> through the flow <==
stage / TNS [ns] / setup WS (ns)
3_3_place_gp: -0.443 / -0.0898
2_1_floorplan: 0 / 0.804
6_report: 0 / 0.817
3_5_place_dp: -0.354 / -0.123
5_1_grt: 0 / 0.717
4_1_cts: 0 / 0.807
==> cell usage after synthesis, drive strengths merged, types with 6 or more instances <==
library cell     n
or3              6
nor3            21
o31ai            7
a21oi           59
o32ai            7
a31oi            7
o22ai           63
nor2           320
mux2i          248
and2            16
buf            165
a211oi          13
nand3           45
clkbuf         109
a2111oi          6
mux4           586
o221ai          96
o211ai          13
o21ai           53
a221oi           9
a22oi            7
edfxtp        2560
nor2b           13
nand2           83
a22o             7
dfrtp           10
nor4            21
nand4           16
o2111ai          7
==> logic make-up (layout without fill, tap and decap cells) <==
group / Yosys count / in the layout / share of synthesized area (%)
and+or+nand+nor: 556 / 556 / 2.41
other: 0 / 3 / 0
muxes: 839 / 839 / 15.8
AOI/OAI and AO/OA: 378 / 378 / 2.68
DFF: 2570 / 2570 / 77.3
buffers and inverters: 280 / 1055 / 1.88
==> registers in the layout (all words and copies together) (netlist names) <==
| signal | count |
|---|---|
| bus_rd_data | 10 |
| bus_memory | 2560 |
==> critical path, stage by stage <==
cell                        delay [ns]
sky130_fd_sc_hd__buf_8            0.27
sky130_fd_sc_hd__buf_12           0.27
sky130_fd_sc_hd__buf_12           0.28
sky130_fd_sc_hd__mux4_2           0.57
sky130_fd_sc_hd__nor4_1           0.64
sky130_fd_sc_hd__a2111oi_0        0.15
sky130_fd_sc_hd__and3_1           0.29
sky130_fd_sc_hd__nand4_1          0.10
sky130_fd_sc_hd__buf_4            0.18
sky130_fd_sc_hd__o31ai_1          0.07
==> power breakdown <==
group | leakage (nW) | switching [W] | internal, W | total, W
Clock | 4.17 | 0.0108 | 0.0153 | 0.0261
Sequential | 23.1 | 0.0000532 | 0.0321 | 0.0321
Combinational | 9.65 | 0.00194 | 0.00116 | 0.00310
Total | 37.0 | 0.0128 | 0.0485 | 0.0613
==> layer usage <==
layer	share of wire, %	global-route usage, %	up-vias	wire length, microns
li1	-	-	20700	-
met1	33	27.7	24700	83100
met2	47	32.4	2893	118000
met3	17	16.8	442	41900
met4	4.0	7.07	4	10100
met5	0.0063	0.0579	-	16
==> area by class of cell <==
| cell class | count | area (sq um) | area share, % |
|---|---|---|---|
| antenna | 3 | 7.51 | 0.00648 |
| clock inverter | 140 | 1090 | 0.938 |
| multi-input combinational | 1773 | 20800 | 18.0 |
| timing repair buffer | 572 | 5270 | 4.54 |
| sequential | 2570 | 77100 | 66.5 |
| clock buffer | 337 | 7410 | 6.39 |
| tap | 3330 | 4170 | 3.59 |
| inverter | 6 | 31.3 | 0.0270 |
==> worst max-delay path by stage <==
stage / cells past startpoint / slack, ns / start / endpoint
finish: 10 / 0.82 / bus_rd_addr[0] / bus_rd_data[6]
global route: 8 / 0.72 / bus_rd_addr[0] / bus_rd_data[7]
CTS: 1 / 0.81 / bus_rd_data[8] / bus_rd_data[8]
==> placed cells by master, fill, tap and decap left out, types with 14 or more instances in the layout <==
cell,synthesis,layout
sky130_fd_sc_hd__nand4_1,16,16
sky130_fd_sc_hd__nor4_1,21,21
sky130_fd_sc_hd__o221ai_1,95,95
sky130_fd_sc_hd__o22ai_1,63,63
sky130_fd_sc_hd__and2_1,14,14
sky130_fd_sc_hd__clkinv_2,0,48
sky130_fd_sc_hd__bufinv_16,0,15
sky130_fd_sc_hd__nor3_1,21,21
sky130_fd_sc_hd__nor2_1,320,320
sky130_fd_sc_hd__a21oi_1,59,59
sky130_fd_sc_hd__clkdlybuf4s50_1,0,24
sky130_fd_sc_hd__nand3_1,45,42
sky130_fd_sc_hd__buf_4,12,467
sky130_fd_sc_hd__nand2_1,83,82
sky130_fd_sc_hd__clkbuf_16,0,289
sky130_fd_sc_hd__clkbuf_1,109,48
sky130_fd_sc_hd__mux4_2,586,586
sky130_fd_sc_hd__edfxtp_1,2560,2560
sky130_fd_sc_hd__mux2i_1,248,248
sky130_fd_sc_hd__buf_12,13,66
sky130_fd_sc_hd__clkinv_1,1,58
sky130_fd_sc_hd__o21ai_0,43,43
Power is estimated from default activity; no workload was simulated.
